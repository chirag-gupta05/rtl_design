==> flow/design.v <==
`timescale 1ns / 1ps
module alu_top(A,B,opcode,res,flag);
    input wire [3:0] A, B;
    input wire [2:0] opcode;
    output reg [3:0] res;
    output reg [1:0]flag;
    reg [4:0]add;
    reg c,z;
    always @(*)
    begin
        c=1'b0;
        flag = 2'b00;
        case (opcode)
            3'b000: 
                begin
                    add = A + B;
                    res = add[3:0];
                    c = add[4];
                end 
            3'b001: res = A - B;
            3'b010: res = A & B;
            3'b011: res = A | B;
            3'b100: res = A ^ B;
            3'b101: res = ~ A;
            3'b110: res = A << 1;
            3'b111: res = A >> 1;
            default: res = 4'b0000;
        endcase
        z = (res == 4'b0000)? 1'b1 : 1'b0;
        flag = {z, c};
    end
endmodule
==> flow/run.sh <==
#!/bin/bash
# OpenROAD 26Q1-2900-gdf79404cd8, Yosys 0.63+post, stock flow scripts
make -C /OpenROAD-flow-scripts/flow DESIGN_CONFIG=/design/flow/config.mk WORK_HOME=/design/flow/orfs finish
==> flow/config.mk <==
export PLATFORM = sky130hd
export DESIGN_NAME = alu_top
export DESIGN_NICKNAME = alu_top
export VERILOG_FILES = /design/flow/design.v
export SDC_FILE = /design/flow/constraint.sdc
export NUM_CORES = 4
export LEC_CHECK = 1
export CORE_AREA = 10 10 73 73
export DIE_AREA = 0 0 83 83
==> flow/constraint.sdc <==
current_design alu_top

set clk_period 2.2
set clk_io_pct 0.2

create_clock -name clk0 -period $clk_period

set non_clock_inputs [all_inputs -no_clocks]
set_input_delay [expr $clk_period * $clk_io_pct] -clock clk0 $non_clock_inputs
set_output_delay [expr $clk_period * $clk_io_pct] -clock clk0 [all_outputs]
==> results.toml <==
# physical design summary
[outcome]
outcome = "complete, but fails checks"
violations = "setup timing"

[floorplanning]
rows = 22
dieArea_um2 = 6890
die_h_um = 83
fp_util = 0.172
core-area_um2 = 3740
num_io_pins = 17
die_w_um = 83

[worst_hold_path]
hold_path_end = "flag[0]"
hold_depth = 5
min_from = "opcode[2]"
hold_class = "in -> out"

[detailed_routing]
top_layer = "met3"
drc = 0
postRouteAntennaNets = 0
dr_wl_met3_um = 126
drt_iter0_markers = 25
wl_met2_um = 997
via_per_inst = 4.29
insertedDiodeCount = 0
vias = 781
m1WireLength_um = 1060
routed_wl_um = 2180
first_pass_iters = 4
wl_per_cell_um = 12.0

[setup_path]
path_max_fanout = 2
critPathMaxStageDelay_ns = 0.41
cp-start-kind = "primary input"
crit_arrival_ns = 2.17
end_kind = "primary output"
crit_chain = "buf_12 -> inv_12 -> ha_4 -> inv_2 -> fa_2 -> nand3b_1 -> a21oi_2 -> o32a_1 -> buf_4 -> nor4_4 -> buf_2"
critical_path_class = "in -> out"
crit_path_top_delay_cell = "fa_2"
worstPathRequired_ns = 1.76

[logic_synthesis]
ys_top_logic_family = "adder cells"
ys_chip_area_um2 = 644
mux_share = 0.0155
aoi_share = 0.256
top_area_frac = 0.214
simple_gate_share = 0.233
synth.avg_cell_area_um2 = 7.49
adder_share = 0.276
syn_inst = 86
synth-seq-area-share = 0
yosys_warnings = 1
top_area_cell = "ha_1"
ys_top_cells_by_area = "ha_1 (21%), inv_1 (6.4%), fa_1 (6.2%)"
ys_cells = 86
synth.distinct_cells = 36
syn-cell-area_um2 = 644
xor_area_frac = 0.0408

[final_timing]
whs_ns = 1.43
final.setup.tns_ns = -0.900
setup_ws_ns = -0.408
slew_viol_final = 0
grt_setup_unrepaired = "true"
worst_pin_slew_ns = 0.313
hold_viol = 0
min_period_ns = 2.61
setup_viol = 4
relSlewSlack = 0.788
fmax_mhz = 384
timing.final.crit_share = 1.19

[pwr]
ir_drop_uv = 102
power_frac_seq = 0
swShare = 0.413
p_int_mw = 0.170
pwr-share-clk = 0
p_sw_mw = 0.120
pwr-share-comb = 1.000
finalPower_mw = 0.290
p_per_area_nw_per_um2 = 224
p_leak_nw = 0.574

[global_route]
grt_pass1_vias = 729
grt_remaining_overflow = 0
track_usage = 0.0551
antenna_found_initial = 0
grt_pass1_wl_um = 3430
grt_max_degree = 17

[flow_run]
maxCapViolCount = 0
tool_warnings = 42

[cells_and_area]
layout.area.seq_um2 = 0
layout.cells.non_filler = 182
finalCoreUtilization = 0.345
mostFrequentLayoutCells = "buf_4 (31), buf_6 (12), inv_2 (7)"
area_growth_pct = 101
fill_cells = 379
n_clock_buffer = 0
seq_cells = 0
final_area_um2 = 1290
layout.area.comb_um2 = 663
lay_top_count = "buf_4"
drive_gt1_frac = 0.619

[clock_tree]
cts-hold-fix-buffers = 0

[placed_design]
dp.cells = 173
place_area_um2 = 1080
dpl.hpwl_um = 1530
place.gp.congestion = 0.844
numPortBuffers = 17
pre_cts_slack_ns = -1.33
## worst max-delay path, delay by kind of cell
family	cells	cell delay, ns
and+or+nand+nor	2	0.37
buffers and inverters	5	0.45
adders and majority gates	2	0.55
AOI/OAI and AO/OA	2	0.36
## power by group through the flow
stage                 logic (mW)  clock network [mW]  registers, mW
after CTS                  0.260                   0              0
after global routing       0.314                   0              0
final                      0.290                   0              0
## cells in the mapped netlist
cell	instances
xor2_1	2
a21oi_1	7
o211ai_1	2
o21ai_0	5
ha_1	11
nor2_1	6
nor3b_1	1
a221o_1	1
buf_4	3
nand3b_1	3
nand3_1	1
mux2i_1	1
a222oi_1	1
nor4_2	1
nand2_1	6
o311ai_1	1
buf_12	1
and2_2	1
fa_1	2
nor3_1	1
nor2b_1	2
nand2b_2	1
buf_6	2
nand4b_1	1
o21ai_2	1
o211ai_2	1
o21bai_1	2
inv_2	1
xnor2_1	1
or3_1	1
a22oi_1	1
a21boi_0	1
o32a_1	1
inv_1	11
buf_2	1
nor2b_2	1
## worst max path at each step
stage     startpoint       to  slack (ns)  cells past startpoint
6_report        A[0]  flag[1]       -0.41                     11
5_1_grt         A[0]  flag[1]       -0.53                     12
4_1_cts         A[0]  flag[1]       -0.47                     12
## cells by family (layout without fill, tap and decap cells)
group | Yosys count | count (layout)
AND-OR/OR-AND | 24 | 24
XOR/XNOR | 3 | 3
buffers and inverters | 19 | 67
multiplexers | 1 | 1
AND/OR/NAND/NOR | 26 | 26
adder cells (fa/ha/maj) | 13 | 13
## cell type report
class,count,area share
timing repair buffer,55,0.393
multi-input combinational,67,0.513
tap,48,0.0465
inverter,12,0.0474
## routing by layer
layer / GRT usage / vias up
met5: 0 / -
met4: 0 / 0
met3: 0.00984 / 0
met2: 0.0831 / 22
met1: 0.0830 / 367
li1: - / 392
## what timing repair did
item,CTS,global route
setup buffers,9,4
pin swaps,16,10
setup endpoints to repair,6,6
gates resized,76,23
cloned,1,0
Power and IR drop assume default switching activity.
